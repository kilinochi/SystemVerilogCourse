$ cat ./design.v
module lab2_4 (
	input [3:0] data, 
	input [1:0] sw,
	output reg [6:0] ss_a, ss_b, ss_c, ss_d
	);
reg [6:0] ss_arr[15:0];
initial begin 
	ss_arr[0] = 7'h40;  
	ss_arr[1] = 7'h79;  
	ss_arr[2] = 7'h24;  
	ss_arr[3] = 7'h30;  
	ss_arr[4] = 7'h19;  
	ss_arr[5] = 7'h12;  
	ss_arr[6] = 7'h02;  
	ss_arr[7] = 7'h78;  
	ss_arr[8] = 7'h00;  
	ss_arr[9] = 7'h10;  
	ss_arr[10] = 7'h08;  
	ss_arr[11] = 7'h03;  
	ss_arr[12] = 7'h46;  
	ss_arr[13] = 7'h21;  
	ss_arr[14] = 7'h06;  
	ss_arr[15] = 7'h0e;  
	end
always @* begin
	ss_a = 7'h40;
	ss_b = 7'h40;
	ss_c = 7'h40;
	ss_d = 7'h40;
	case(sw)
		2'b00 : ss_a = ss_arr[data[3:0]];
		2'b01 : ss_b = ss_arr[data[3:0]];
		2'b10 : ss_c = ss_arr[data[3:0]];
		2'b11 : ss_d = ss_arr[data[3:0]];
	endcase
end
endmodule 
$ cat ./run.sh
#!/bin/bash
# OpenROAD 26Q1-2900-gdf79404cd8, Yosys 0.63+post, stock flow scripts
make -C /OpenROAD-flow-scripts/flow DESIGN_CONFIG=/design/flow/config.mk WORK_HOME=/design/flow/orfs finish
$ cat ./config.mk
export PLATFORM = sky130hd
export DESIGN_NAME = lab2_4
export DESIGN_NICKNAME = lab2_4
export VERILOG_FILES = /design/flow/design.v
export SDC_FILE = /design/flow/constraint.sdc
export NUM_CORES = 4
export LEC_CHECK = 1
export CORE_AREA = 10 10 70 70
export DIE_AREA = 0 0 80 80
$ cat ./constraint.sdc
current_design lab2_4

set clk_period 1.7
set clk_io_pct 0.2

create_clock -name clk0 -period $clk_period

set non_clock_inputs [all_inputs -no_clocks]
set_input_delay [expr $clk_period * $clk_io_pct] -clock clk0 $non_clock_inputs
set_output_delay [expr $clk_period * $clk_io_pct] -clock clk0 [all_outputs]
==> reports/results.ini <==
[logic_synthesis]
yosys.area.top_type=ha_1
avgSynthCellArea_um2=7.14
ys_cells=71
yosysUniqueCellTypes=23
yosysWarnings=1
synth.yosys.seq_area_share_pct=0
ys_area_um2=507
syn_inst=71
area_leaders=ha_1 20%, nor2_1 16%, nand2b_1 6.2%
mappedNetlistArea_um2=507
top_area_share_pct=19.8

[power_and_ir_drop]
comb_power_share_pct=100.0
p_sw_share_pct=43.5
ir_drop_mv=0.102
power_uw=273
power_density_nw_per_um2=232
p_clk_share_pct=0
p_int_uw=154
p_sw_uw=119
sequentialPowerShare_pct=0
p_leak_nw=0.551

[job]
drv_cap=0
warnings=41

[setup_path]
path_cells=buf_8 -> buf_6 -> buf_12 -> buf_4 -> buf_6 -> mux2_4 -> o21ai_4 -> buf_6 -> nor2_2 -> buf_2
cpMostUsedCell=buf_6
worst_path_largest_cell_delay_ns=0.27
required_ns=1.36
path_class=in -> out
slowest_stage=mux2_4
setup.worst_path.end_class=output port
crit_fanout=4
worst_setup_path_start_kind=primary input
worstPathArrival_ns=1.64

[global_route]
grt_max_degree=10
grt.total_usage_pct=6.20
grt_pass1_wl_um=3310
grt_pass1_vias=650
overflow=0
antenna_found_initial=0

[floorplanning]
io_pins=34
rows=21
die_width_um=80
core_region_area_um2=3420
die_h_um=80
initCoreUtil_pct=14.8
die_area_um2=6400

[final_timing]
period_used_pct=117
hold_viol=0
finalWorstSetupSlack_ns=-0.281
period_needed_ns=1.98
setup-violations-final=24
rsz0062_at_grt=yes
slew_viol_final=0
slew_headroom_pct=78.7
fmax_mhz=505
worstMarginPinSlew_ns=0.317
whs_ns=1.15

[detailed_routing]
wl_per_cell_um=12.4
first_iter_violations=33
dr_total_vias=694
drc=0
avgViaCountPerCell=3.97
drt_first_pass_iters=4
insertedDiodeCount=0
ant_nets=0
drt_wl_total_um=2180

[finish]
area_growth_pct=132
design.seq.count=0
fill_cells=343
seq_area_um2=0
clock_buffers=0
final_layout_size_suffix_gt1_share_pct=71.3
mostFrequentLayoutCell=buf_2
mostFrequentLayoutCells=20 x buf_2, 15 x buf_4, 14 x nor2_1, 11 x buf_6, 6 x nor2_2

[place]
hpwl_um=1630
numPortBuffers=34
place_congestion=0.821

[run_status]
status=finished with violations
violations=negative setup slack

[clock_network]
cts-hold-fix-buffers=0

[worst_hold_path]
hp-class=in -> out

## path summary, 6_finish.rpt
path | slack, ns | endpoint | startpoint | depth (start not counted)
max | -0.28 | ss_d[4] | data[0] | 10
min | 1.15 | ss_d[6] | sw[1] | 3
## Yosys cell counts
| cell | count |
|---|---|
| a21oi_1 | 4 |
| nand2_1 | 2 |
| or2_2 | 1 |
| nor3_1 | 2 |
| and2b_1 | 2 |
| o21ai_2 | 2 |
| o211ai_2 | 1 |
| or3b_1 | 2 |
| a2bb2oi_1 | 1 |
| nor2_1 | 21 |
| a21oi_2 | 2 |
| nand2b_1 | 5 |
| buf_6 | 2 |
| nand3_1 | 2 |
| mux2_4 | 2 |
| a22oi_2 | 1 |
| mux4_2 | 1 |
| ha_1 | 8 |
| mux2_2 | 2 |
| o21ai_0 | 1 |
| xor2_2 | 1 |
| inv_1 | 5 |
| clkbuf_1 | 1 |
## timing repair
item                                    CTS  global route
pin swaps                                29            14
endpoints found under the hold margin     0             0
setup buffers                             8             3
endpoints found under the setup margin   28            26
gates resized                           122            31
cloned                                    0             0
## metal layers
layer | vias up | wire length [um] | track usage, %
met2 | 24 | 1050 | 10.6
met4 | 0 | 0 | 0.704
met1 | 316 | 932 | 8.02
met3 | 0 | 197 | 1.25
met5 | - | 0 | 0
li1 | 354 | - | -
## power by group through the flow
stage	combinational (mW)	sequential (mW)	clock (mW)
CTS	0.250	0	0
global route	0.299	0	0
finish	0.273	0	0
## stage by stage
| stage | instance area [um^2] | setup slack (ns) | cells | util (%) | setup TNS [ns] |
|---|---|---|---|---|---|
| floorplan | 507 | 0.104 | 71 | - | 0 |
| CTS | 1130 | -0.296 | 172 | 33.1 | -4.31 |
| global route | 1180 | -0.338 | 175 | 34.5 | -5.68 |
| global placement | 998 | -0.917 | 164 | 29.2 | -22.65 |
| finish | 1180 | -0.281 | 175 | 34.5 | -4.38 |
| detailed placement | 998 | -0.946 | 164 | 29.2 | -22.87 |
## cell type report
type	instances	area [um^2]	share of cell area, %
Tap cell	46	57.6	4.89
Inverter	5	23.8	2.02
Multi-Input combinational cell	63	619	52.6
Timing Repair Buffer	61	477	40.5
## logic make-up (layout without fill, tap and decap cells)
group / count (synthesis) / in the layout / share of synthesized area (%)
adders and majority gates: 8 / 8 / 19.8
AOI/OAI and AO/OA: 12 / 12 / 18.5
buffers and inverters: 8 / 66 / 8.89
muxes: 5 / 5 / 14.8
xor gates and xnor gates: 1 / 1 / 3.21
and+or+nand+nor: 37 / 37 / 34.8
## worst max-delay path, delay by kind of cell
family	cells	cell delay (ns)
simple gates	1	0.03
mux	1	0.27
buf+inv	7	0.80
compound gates	1	0.20
Power figures rest on the tool's default switching activity, not on a simulated workload.
