===== config.mk =====
export PLATFORM = sky130hd
export DESIGN_NAME = lab7_2
export DESIGN_NICKNAME = lab7_2
export VERILOG_FILES = /design/flow/design.v
export SDC_FILE = /design/flow/constraint.sdc
export NUM_CORES = 4
export LEC_CHECK = 1
export CORE_AREA = 10 10 104 104
export DIE_AREA = 0 0 114 114

===== constraint.sdc =====
current_design lab7_2

set clk_period 4.5
set clk_io_pct 0.2

create_clock -name clk0 -period $clk_period [get_ports {clk}]

set non_clock_inputs [all_inputs -no_clocks]
set_input_delay [expr $clk_period * $clk_io_pct] -clock clk0 $non_clock_inputs
set_output_delay [expr $clk_period * $clk_io_pct] -clock clk0 [all_outputs]

===== design.v =====
module lab7_2 #(parameter N = 4)
(
	input 			clk,
	input	[N-1:0] 	a, b,
	output[N*2-1:0]led	
);
reg 					load;
reg	[N*2-1:0]	temp_a,
						a_mult_b;
reg	[N-1:0]		temp_b,
						a_before, b_before;
initial begin
	load <= 0;
	a_before <= {N{1'd0}};
	b_before <= {N{1'd0}};	
end
always @(posedge clk) begin
	if (~(a_before == a) | ~(b_before == b))  
	begin
		load = 1;  
		a_before <= a;  
		b_before <= b;
	end
	else
		load = 0;  
end
always @(posedge clk) begin
	if (load)  
	begin
		temp_a <= a_before;  
		temp_b <= b_before; 
		a_mult_b <= {N{1'd0}};  
	end
	else
		repeat(N) begin  
			if(temp_b[0]) a_mult_b <= a_mult_b + temp_a;
			temp_a <= temp_a << 1;
			temp_b <= temp_b >> 1;
		end
end
assign led = a_mult_b;
endmodule 

===== run.sh =====
#!/bin/bash
# OpenROAD 26Q1-2900-gdf79404cd8, Yosys 0.63+post, stock flow scripts
make -C /OpenROAD-flow-scripts/flow DESIGN_CONFIG=/design/flow/config.mk WORK_HOME=/design/flow/orfs finish

==> flow_metrics.py <==
# Generated from Yosys and OpenROAD reports
metrics = {
    "yosys": {
        "synth_cell_types": 35,
        "syn_avg_cell_area_um2": 11.0,
        "top_area_cell": "dfxtp_1",
        "netlist_area_um2": 1300,
        "edf_count": 8,
        "top_area_share_pct": 32.3,
        "synth_seq_share_pct": 50.8,
        "ys.flop_type": "dfxtp_1",
        "yosysWarnings": 1,
        "yosysCellCount": 118,
        "ys_ff": 29,
        "synthCells": 118,
        "area_leaders": "dfxtp_1, edfxtp_1, ha_1",
        "ys_async_sr_fraction_pct": 0,
        "yosys-stat-area_um2": 1300,
        "yosys.cell_count.top_type": "dfxtp_1",
        "common_cells": "dfxtp_1, xor2_1, edfxtp_1",
    },
    "status": {
        "status": "complete, no violations",
    },
    "critical_path": {
        "crit_start": "a[3]",
        "cp-start-kind": "input pin",
        "worstPathCellList": "clkdlybuf4s50_1 -> xor2_1 -> nor4_1 -> nand2_1",
        "critPathArrivalTime_ns": 2.09,
        "reg2reg_depth": 8,
        "cp_slowest_stage_delay_ns": 0.44,
        "crit_type": "input pin to register",
        "r2r-end": "a_mult_b[6]",
        "crit_fanout": 9,
        "reg2reg_slack_ns": 2.69,
        "slowest_stage": "clkdlybuf4s50_1",
        "worstReg2RegStart": "a_mult_b[0]",
        "crit_required_ns": 4.46,
        "worstSetupEndpointType": "register",
    },
    "final_layout": {
        "post-route-util_pct": 19.5,
        "area_growth_pct": 30.2,
        "drive_gt1_share_pct": 12.9,
        "num-fill-cells": 972,
    },
    "global_routing": {
        "gr-usage-all-layers_pct": 3.83,
        "grt_pass1_wl_um": 4150,
        "grt_max_degree": 19,
        "grt_pass1_vias": 912,
        "antenna_found_initial": 0,
        "overflow": 0,
    },
    "sta": {
        "setup_slack_ns": 2.37,
        "finalClockPeriodUsage_pct": 47.3,
        "period_minus_slack_ns": 2.13,
        "hold_viol": 0,
        "slew_headroom_pct": 75.9,
        "setup_viol": 0,
        "tightest_slew_ns": 0.361,
        "fin_skew_ns": 0.00549,
        "rsz0062_at_grt": "no",
        "clock.fmax_mhz": 469,
        "drv_slew": 0,
        "setup_tns_ns": 0,
    },
    "route": {
        "antenna_cells": 0,
        "viasPerCell": 3.52,
        "drt-initial-drc-count": 16,
        "ant_nets": 0,
        "dr.pass1.iters": 4,
        "dr_total_vias": 869,
        "wl_per_cell_um": 9.47,
        "drt_wl_total_um": 2340,
        "drcViolationCount": 0,
    },
    "hold_path": {
        "min_from": "temp_b[2]",
        "holdCritPathClass": "register to register",
        "hold_end": "temp_b[1]",
        "whs_path_depth": 1,
    },
    "placed_design": {
        "portBuffers": 16,
        "dpl.hpwl_um": 1780,
        "gp_congestion": 0.776,
        "dp_slack_ns": 2.07,
    },
    "cts": {
        "cts_buffer_depth": 2,
        "post_cts_buffers": 0,
        "cts_num_sinks": 29,
        "postCtsHoldBufs": 0,
        "cts_made_buffers": 5,
        "cts_resized": 0,
        "cts_tree": "built",
        "cts-htree-levels": 2,
        "root_buffer": "clkbuf_8",
        "insertion_delay_ns": 0.28,
        "clk_pin_slew_ns": 0.07,
    },
    "floorplanning": {
        "io_pins": 17,
        "core-area_um2": 8680,
        "num_rows": 34,
        "dieArea_um2": 13000,
        "die_width_um": 114,
        "fp_util_pct": 15.0,
        "die_h_um": 114,
    },
    "power_and_ir_drop": {
        "ir_worst_vdd_uv": 164,
        "p_leak_nw": 0.645,
        "p_total_mw": 0.572,
        "power_density_nw_per_um2": 338,
    },
    "job": {
        "max-cap-violations": 0,
        "warning_count": 25,
    },
}
-- power breakdown --
part	switching [mW]	internal (mW)	total [mW]	leakage (nW)
registers	0.00571	0.277	0.282	0.257
logic	0.0108	0.0159	0.0267	0.336
clock network	0.100	0.163	0.263	0.0518
total	0.117	0.455	0.572	0.645
-- through the flow --
stage | hold WS [ns] | cells | instance area [µm²]
3_3_place_gp | 0.440 | 239 | 1580
4_1_cts | 0.463 | 247 | 1690
2_1_floorplan | 0.434 | 118 | 1300
6_report | 0.458 | 247 | 1690
3_5_place_dp | 0.446 | 239 | 1580
5_1_grt | 0.479 | 247 | 1690
-- worst max-delay path, delay by kind of cell --
kind / cells / cell delay [ns]
and+or+nand+nor: 2 / 0.59
buffers and inverters: 1 / 0.44
xor gates and xnor gates: 1 / 0.17
-- cells by family after synthesis --
logic type / after synthesis / synth area share, %
buffers and inverters: 11 / 3.56
and+or+nand+nor: 34 / 13.9
xor gates and xnor gates: 10 / 6.74
AOI/OAI and AO/OA: 17 / 9.24
DFF: 29 / 50.8
muxes: 9 / 7.51
adders and majority gates: 8 / 8.28
-- worst max-delay path by stage --
stage	slack (ns)	to
final	2.37	a_before[2]
after global routing	2.21	a_before[2]
after CTS	2.36	a_before[2]
-- per-layer routing --
metal	track usage (%)	share of wire, %	vias up
met1	4.98	49	393
met5	0	0	-
met2	5.77	42	18
met3	1.70	7.0	7
li1	-	-	451
met4	0.835	2.4	0
-- final cells by class --
type	instances	area, µm²	share of cell area, %
Tap cell	108	135	7.98
Multi-Input combinational cell	78	593	35.0
Clock buffer	5	68.8	4.07
Timing Repair Buffer	17	168	9.90
Sequential cell	29	661	39.0
Clock inverter	3	41.3	2.44
Inverter	7	26.3	1.55
-- sequential cells by signal, summed over array words and instances (netlist names) --
register / flops
temp_a: 8
b_before: 4
a_before: 4
load: 1
a_mult_b: 8
temp_b: 4
-- cell usage in the layout, fill, tap and decap left out, drive strengths merged, types with 2 or more instances in the layout --
| cell type | Yosys | layout |
|---|---|---|
| dfxtp | 21 | 21 |
| clkdlybuf4s50 | 0 | 16 |
| xor2 | 10 | 10 |
| edfxtp | 8 | 8 |
| nor2 | 7 | 7 |
| ha | 7 | 7 |
| nand2 | 7 | 7 |
| inv | 6 | 6 |
| mux2 | 6 | 6 |
| nor2b | 5 | 5 |
| clkbuf | 2 | 5 |
| a21oi | 5 | 5 |
| mux2i | 3 | 3 |
| and2 | 3 | 3 |
| nand3 | 3 | 3 |
| o21ai | 3 | 3 |
| nor4 | 2 | 2 |
| and2b | 2 | 2 |
| clkinv | 1 | 2 |
| nor3 | 2 | 2 |
| o211ai | 2 | 2 |
| a31oi | 2 | 2 |
| o31ai | 2 | 2 |
Power and IR drop assume default switching activity.
